==> design.v <==
`timescale 1ns/1ps
module ili9341(
	input  wire       clk,
	input  wire       rst,
	output wire[7:0]  lcd_data,
	output wire       lcd_we_n,
	output wire       lcd_rs,
	input  wire       lcd_fmark,
	output wire       pix_clk,
	input  wire[15:0] pix_data
);
	localparam state_rst   = 0;
	localparam state_init  = 1;
	localparam state_idle  = 2;
	localparam state_write = 3;
	reg[3:0] state;
	reg      lcd_rs_reg;
	reg      lcd_we_reg;
	reg[7:0] lcd_data_reg;
	assign lcd_we_n = !(clk & lcd_we_reg);
	assign lcd_rs   = lcd_rs_reg;
	assign lcd_data = lcd_data_reg;
	localparam init_len = 101;
	reg[6:0]   init_counter;
	reg[8:0]   init_sequence[0:100];
	initial begin
		init_counter = 0;
		init_sequence[7'h00] = 9'h0ef;
		init_sequence[7'h01] = 9'h103;
		init_sequence[7'h02] = 9'h180;
		init_sequence[7'h03] = 9'h102;
		init_sequence[7'h04] = 9'h0cf;  
		init_sequence[7'h05] = 9'h100;
		init_sequence[7'h06] = 9'h1c1;
		init_sequence[7'h07] = 9'h130;
		init_sequence[7'h08] = 9'h0ed;  
		init_sequence[7'h09] = 9'h164;
		init_sequence[7'h0a] = 9'h103;
		init_sequence[7'h0b] = 9'h112;
		init_sequence[7'h0c] = 9'h181;
		init_sequence[7'h0d] = 9'h0e8;  
		init_sequence[7'h0e] = 9'h185;
		init_sequence[7'h0f] = 9'h100;
		init_sequence[7'h10] = 9'h178;
		init_sequence[7'h11] = 9'h0cb;  
		init_sequence[7'h12] = 9'h139;
		init_sequence[7'h13] = 9'h12c;
		init_sequence[7'h14] = 9'h100;
		init_sequence[7'h15] = 9'h134;
		init_sequence[7'h16] = 9'h102;
		init_sequence[7'h17] = 9'h0f7;  
		init_sequence[7'h18] = 9'h120;
		init_sequence[7'h19] = 9'h0ea;  
		init_sequence[7'h1a] = 9'h100;
		init_sequence[7'h1b] = 9'h100;
		init_sequence[7'h1c] = 9'h0c0;  
		init_sequence[7'h1d] = 9'h123;
		init_sequence[7'h1e] = 9'h0c1;  
		init_sequence[7'h1f] = 9'h110;
		init_sequence[7'h20] = 9'h0c5;  
		init_sequence[7'h21] = 9'h13e;
		init_sequence[7'h22] = 9'h128;
		init_sequence[7'h23] = 9'h0c7;  
		init_sequence[7'h24] = 9'h186;
		init_sequence[7'h25] = 9'h036;  
		init_sequence[7'h26] = 9'h148;
		init_sequence[7'h27] = 9'h03a;
		init_sequence[7'h28] = 9'h155;
		init_sequence[7'h29] = 9'h0b1;
		init_sequence[7'h2a] = 9'h100;
		init_sequence[7'h2b] = 9'h118;
		init_sequence[7'h2c] = 9'h0b6;
		init_sequence[7'h2d] = 9'h108;
		init_sequence[7'h2e] = 9'h182;
		init_sequence[7'h2f] = 9'h127;
		init_sequence[7'h30] = 9'h0f2;
		init_sequence[7'h31] = 9'h100;
		init_sequence[7'h32] = 9'h026;
		init_sequence[7'h33] = 9'h101;
		init_sequence[7'h34] = 9'h0e0;
		init_sequence[7'h35] = 9'h10f;
		init_sequence[7'h36] = 9'h131;
		init_sequence[7'h37] = 9'h12b;
		init_sequence[7'h38] = 9'h10c;
		init_sequence[7'h39] = 9'h10e;
		init_sequence[7'h3a] = 9'h108;
		init_sequence[7'h3b] = 9'h14e;
		init_sequence[7'h3c] = 9'h1f1;
		init_sequence[7'h3d] = 9'h137;
		init_sequence[7'h3e] = 9'h107;
		init_sequence[7'h3f] = 9'h110;
		init_sequence[7'h40] = 9'h103;
		init_sequence[7'h41] = 9'h10e;
		init_sequence[7'h42] = 9'h109;
		init_sequence[7'h43] = 9'h100;
		init_sequence[7'h44] = 9'h0e1;
		init_sequence[7'h45] = 9'h100;
		init_sequence[7'h46] = 9'h10e;
		init_sequence[7'h47] = 9'h114;
		init_sequence[7'h48] = 9'h103;
		init_sequence[7'h49] = 9'h111;
		init_sequence[7'h4a] = 9'h107;
		init_sequence[7'h4b] = 9'h131;
		init_sequence[7'h4c] = 9'h1c1;
		init_sequence[7'h4d] = 9'h148;
		init_sequence[7'h4e] = 9'h108;
		init_sequence[7'h4f] = 9'h10f;
		init_sequence[7'h50] = 9'h10c;
		init_sequence[7'h51] = 9'h131;
		init_sequence[7'h52] = 9'h136;
		init_sequence[7'h53] = 9'h10f;
		init_sequence[7'h54] = 9'h011;  
		init_sequence[7'h55] = 9'h029;  
		init_sequence[7'h56] = 9'h036;  
		init_sequence[7'h57] = 9'h108;  
		init_sequence[7'h58] = 9'h02a;  
		init_sequence[7'h59] = 9'h100;  
		init_sequence[7'h5a] = 9'h100;  
		init_sequence[7'h5b] = 9'h100;  
		init_sequence[7'h5c] = 9'h1ef;  
		init_sequence[7'h5d] = 9'h02b;  
		init_sequence[7'h5e] = 9'h100;  
		init_sequence[7'h5f] = 9'h100;  
		init_sequence[7'h60] = 9'h101;  
		init_sequence[7'h61] = 9'h13f;  
		init_sequence[7'h62] = 9'h035;  
		init_sequence[7'h63] = 9'h000;  
		init_sequence[7'h64] = 9'h02c;  
	end
	always @(negedge clk) begin
		if (rst) begin
			lcd_we_reg   <= 0;
		end else if (state == state_rst) begin
			lcd_we_reg   <= 1;
			init_counter <= 1;
			state        <= state_init;
			lcd_rs_reg   <= init_sequence[0][8];
			lcd_data_reg <= init_sequence[0][7:0];
		end else if (state == state_init) begin
			lcd_rs_reg   <= init_sequence[init_counter][8];
			lcd_data_reg <= init_sequence[init_counter][7:0];
			init_counter <= init_counter + 1;
			if (init_counter == init_len) begin
				state    <= state_write;
			end
		end else if (state == state_idle) begin
			lcd_we_reg   <= 0;
		end else if (state == state_write) begin
			lcd_we_reg   <= 1;
			lcd_rs_reg   <= 0;
		end
	end
endmodule
module top (
	input  wire      clk_in,
	output wire      irq_n,
	input  wire      spi_mosi,
	output wire      spi_miso,
	input  wire      spi_clk,
	input  wire      spi_cs_n,
	output wire[7:0] pmod,
	output wire      red_n,
	output wire      green_n,
	output wire      blue_n,
	inout  wire[3:0] ram_io,
	output wire      ram_clk,
	output wire      ram_cs_n,
	output wire      lcd_rs,
	output wire      lcd_wr_n,
	input  wire      lcd_cs_n,
	output wire[7:0] lcd_d,
	input  wire      lcd_mode,
	input  wire      lcd_rst_n,
	input  wire      lcd_fmark
);
	wire [7:0] lcd_d_tmp;
	assign     lcd_d = lcd_mode ? lcd_d_tmp : 'bz;
	wire pix_clk;
	ili9341 ili_driver(
		clk_in,
		!cld_rst_n,
		lcd_d_tmp,
		lcd_wr_n,
		lcd_rs,
		lcd_fmark,
		pix_clk,
		0
	);
	localparam cmd_status = 'h01;
	localparam cmd_rgbled = 'h02;
	reg[7:0] spi_recv_data;
	reg[7:0] spi_tx_data;
	assign spi_miso = spi_cs_n ? 'bz : spi_tx_data[7];
	assign red_n   = !resp_rdy;
	assign green_n = spi_cs_n;
	assign blue_n  = !lcd_mode;
	assign pmod[0]   = spi_cs_n;
	assign pmod[1]   = spi_clk;
	assign pmod[2]   = spi_mosi;
	assign pmod[3]   = spi_tx_data[7];
	assign pmod[4:7] = 0;
	reg[7:0]   sample_buf[15:0];
	reg[3:0]   sample_index;
	initial begin
		spi_bit       = 0;
		spi_byte_idx  = 0;
		spi_tx_sum    = 'hcc;
		clkdiv        = 1;
		spi_cs_n_last = 1;
		resp_rdy      = 0;
		spi_tx_avl    = 8;
		hello_reg     = 0;
		status_err_rx = 0;
	end
	reg [1:0] hello_reg;
	wire      status_hello = hello_reg == 1;
	reg       status_err_rx;
	assign spi_tx_buf[0] = 1;
	assign spi_tx_buf[1] = 1;
	assign spi_tx_buf[2] = 'h0a;
	assign spi_tx_buf[3] = 'h00;
	assign spi_tx_buf[4] = 'h00;
	assign spi_tx_buf[5] = 'h00;
	assign spi_tx_buf[6] = { 4'b0, status_hello, 3'b0 };
	assign spi_tx_buf[7] = { 7'b0, status_err_rx };
	always @(posedge clk_in) begin
	end
	reg [7:0]  spi_tx_avl;
	wire[7:0]  spi_tx_buf[7:0];
	reg [2:0]  spi_bit;
	reg [7:0]  spi_tx_next;
	reg [7:0]  spi_byte_idx;
	reg [7:0]  spi_tx_sum;
	reg [7:0]  spi_rx_sum;
	reg [7:0]  spi_rx_avl;
	reg [7:0]  spi_rx_buf[31:0];
	reg        spi_rx_trigger;
	always @(posedge spi_clk, posedge spi_cs_n) begin
		if (spi_cs_n) begin
			spi_bit      <= 0;
			spi_tx_data  <= spi_tx_avl;
			spi_tx_sum   <= 'hcc ^ spi_tx_avl;
			spi_byte_idx <= -1;
		end else begin
			if (spi_tx_avl != spi_byte_idx) begin
				if (spi_bit == 4) begin
					spi_byte_idx <= spi_byte_idx + 1;
				end else if (spi_bit == 5) begin
					spi_tx_next  <= spi_tx_buf[spi_byte_idx];
				end else if (spi_bit == 6) begin
					spi_tx_sum   <= spi_tx_sum ^ spi_tx_next;
				end
			end else begin
				if (spi_bit == 5) begin
					spi_tx_next <= spi_tx_sum;
				end
			end
			if (spi_bit == 7) begin
				spi_tx_data <= spi_tx_next;
			end else begin
				spi_tx_data <= spi_tx_data << 1;
			end
			if (spi_bit == 7) begin
				spi_rx_avl  <= spi_rx_avl + 1;
				spi_rx_sum  <= spi_rx_sum ^ { spi_recv_data[6:0], spi_mosi };
				spi_rx_buf[spi_byte_idx] <= { spi_recv_data[6:0], spi_mosi };
			end
			spi_recv_data <= { spi_recv_data[6:0], spi_mosi };
			spi_bit <= spi_bit + 1;
		end
	end
	wire   resp_rdy_s = spi_rx_trigger;
	wire   resp_rdy_r = !spi_cs_n;
	reg    resp_rdy;
	assign irq_n      = !resp_rdy;
	always @(posedge resp_rdy_s, posedge resp_rdy_r) begin
		if (resp_rdy_r) begin
			resp_rdy <= 0;
		end else if (resp_rdy_s) begin
			resp_rdy <= 1;
		end
	end
	reg spi_cs_n_last;
	always @(posedge clk_in) begin
		if (spi_rx_trigger) begin
			spi_rx_trigger <= 0;
		end else if (spi_cs_n && !spi_cs_n_last) begin
			spi_rx_trigger <= 1;
			if (spi_rx_buf[0] == cmd_status) begin
				if (hello_reg != 2) begin
					hello_reg <= hello_reg + 1;
				end
			end
		end
		spi_cs_n_last <= spi_cs_n;
		resp_rdy_init <= 1;
	end
endmodule
==> run.sh <==
#!/bin/bash
# OpenROAD 26Q1-2900-gdf79404cd8, Yosys 0.63+post, stock flow scripts
make -C /OpenROAD-flow-scripts/flow DESIGN_CONFIG=/design/flow/config.mk WORK_HOME=/design/flow/orfs finish
==> config.mk <==
export PLATFORM = sky130hd
export DESIGN_NAME = top
export DESIGN_NICKNAME = top
export VERILOG_FILES = /design/flow/design.v
export SDC_FILE = /design/flow/constraint.sdc
export NUM_CORES = 4
export LEC_CHECK = 1
export CORE_UTILIZATION = 50
==> constraint.sdc <==
current_design top

set clk_period 2.2
set clk_io_pct 0.2

create_clock -name clk0 -period $clk_period [get_ports {clk_in}]
create_clock -name clk1 -period $clk_period [get_ports {spi_clk}]

set non_clock_inputs [all_inputs -no_clocks]
set_input_delay [expr $clk_period * $clk_io_pct] -clock clk0 $non_clock_inputs
set_output_delay [expr $clk_period * $clk_io_pct] -clock clk0 [all_outputs]
==> metrics.csv <==
metric,value,unit
status,completed,
vias in the first global route,1389,
fp_density,0.528,
Setup Buffers After CTS,0,
min-delay worst type,register to register,
initial antenna violation count,0,
Tot GR Track Use,0.166,
Final Max Tran Viols,0,
Pwr Total,2.00,mW
Syn Area/Cell,13.4,sq um
clock-pin slew on the worst setup and hold paths,0.03,ns
TritonRoute pass-1 iters,4,
Worst Skew,0.00994,ns
"EDFF count, synth",25,
die width,73.1,um
total number of vias,1375,
Register-to-Register Path Depth,4,
slew of the pin with the lowest slew margin,0.504,ns
Port Buf Inserts,12,
Critical Setup Path Class,clock port to output port,
antenna-violating nets left,0,
Final Worst Setup Slack,0.0504,ns
largest net degree at the start of global routing,28,
final antenna diode count,0,
routed vias/inst,5.00,
Area Growth Syn to Fin,9.21,%
CP dominant cell by count,clkbuf_8,
sequential-to-total area share from yosys stat,0.596,
CTS resizes,0,
Die Y,73.1,um
fillers,385,
CP Cell Sequence,clkbuf_8 > clkbuf_8 > clkdlybuf4s50_1,
worst setup path end,pmod[1],
I/O Pins,37,
GP Congestion,0.783,
Cell Pwr Density,724,nW/um^2
register pins left without a clock,1,
post-synth cell types,38,
Detailed Place HPWL,2.50,mm
worst vdd ir,0.421,mV
Reg-to-Reg End,spi_rx_buf[0][6]$_DFFE_PP_,
Leak,1.10,nW
WL per Instance,13.8,um
asr flop ratio synth,0.509,
slowest CP cell,clkdlybuf4s50_1,
crit path DAT,1.71,ns
CORE AREA,4790,sq um
final core occ,0.577,
CTS Hold Bufs,0,
Placement Rows,25,
layout cell share with drive strength beyond 1,0.245,
chip area,5340,sq um
pre-CTS setup slack,0.108,ns
max_cap viols,0,
Slew HR,0.662,
CTS tree,built,
first-pass GRT wire length,6.33,mm
Syn Inst Count,189,
Commonest flop,edfxtp_1,
Setup TNS,0,ns
Critical Path Fanout Max,2,
RSZ-0062 raised after global routing,false,
DR iter-0 viols,51,
CP required,1.76,ns
#FFs+latches synth,55,
crit path capture type,output port,
Worst R2R Setup Slack,0.32,ns
yosys stat area,2530,sq um
yosys cell count,189,
DRC viols,0,
r2r startpoint,spi_byte_idx[0]$_DFFE_PP1P_,
Final Setup Violations,0,
OpenROAD warning count,40,
HP Start,spi_cs_n_last$_DFF_P_,
Critical Path Start Type,clock port,
Max stage delay on crit path,0.38,ns
grt ovf,0,
"Cell Area, Synth",2530,sq um
CP startpoint,spi_clk,
endpoints left unconstrained,6,
DRT Wirelength,3.80,mm
final hold vios,0,
"Warnings, synthesis",14,
==> routing by layer <==
layer | routed length, um | GRT usage
met1 | 1810 | 0.261
met2 | 1730 | 0.238
met3 | 169 | 0.0490
met4 | 90 | 0.0479
met5 | 0 | 0
==> power breakdown <==
group          total [mW]  internal (mW)  switching, mW
registers            1.09           1.08        0.00929
logic              0.0394         0.0186         0.0208
clock network       0.873          0.496          0.376
==> logic make-up after synthesis <==
kind of cell	after synthesis	share of synthesized area
compound gates	15	0.0342
simple gates	43	0.111
xor+xnor	15	0.0520
fa+ha+maj	10	0.0495
other cells	2	0.00297
mux	8	0.0356
buf+inv	41	0.119
flops	55	0.596
==> through the flow <==
step                      instances  instance area [sq um]  hold slack, ns
final                           275                   2760           0.400
after global routing            275                   2760           0.429
after CTS                       275                   2760           0.405
after detailed placement        260                   2580           0.401
after global placement          260                   2580           0.396
after floorplan                 204                   2580           0.384
==> worst max-delay path, delay by kind of cell <==
kind / cells / cell delay [ns]
buffers and inverters: 3 / 0.61
==> synthesized netlist by cell type (all sizes together), types with 3 or more instances <==
cell type	number	area, sq um
a21oi	10	50.1
and2	3	21.3
and3	6	43.8
buf	26	205
clkbuf	3	21.3
dfrtp	16	400
dfstp	12	315
edfxtp	25	751
ha	10	125
inv	11	41.3
mux2	8	90.1
nand2	6	30.0
nand3	6	30.0
nand4	11	68.8
nor2	4	15.0
o21ai	3	15.0
xnor2	5	43.8
xor2	10	87.6
==> layout by cell type (no fill, tap or decap), types with 2 or more instances in the layout <==
master	instances
o21ai_0	3
conb_1	17
dfxtp_1	2
clkdlybuf4s50_1	12
nand2_1	5
nand4_1	11
edfxtp_1	25
dfrtp_1	16
inv_1	11
buf_4	7
and2_1	2
nand3_1	6
dfstp_2	12
ha_1	10
nor2_1	4
mux2_2	8
and3_2	5
clkinvlp_4	2
xnor2_1	5
a21oi_1	10
xor2_1	10
clkbuf_8	11
==> area by class of cell <==
type | instances | area, sq um | area share
clock buffers | 13 | 165 | 0.0598
clock inverters | 3 | 23.8 | 0.00861
inverters | 11 | 41.3 | 0.0150
multi-input cells | 108 | 777 | 0.282
flip-flops and latches | 55 | 1510 | 0.546
well taps | 67 | 83.8 | 0.0304
repair buffers | 18 | 163 | 0.0589
==> worst min path at each step <==
| stage | to | slack (ns) | depth (start not counted) |
|---|---|---|---|
| 4_1_cts | spi_rx_trigger$_SDFF_PP0_ | 0.41 | 1 |
| 5_1_grt | spi_rx_trigger$_SDFF_PP0_ | 0.43 | 1 |
| 6_report | spi_rx_trigger$_SDFF_PP0_ | 0.40 | 1 |
Power and IR drop assume default switching activity.
